**flow/config.mk**
```make
export PLATFORM = sky130hd
export DESIGN_NAME = ripple_adder
export DESIGN_NICKNAME = ripple_adder
export VERILOG_FILES = /design/flow/design.v
export SDC_FILE = /design/flow/constraint.sdc
export NUM_CORES = 4
export LEC_CHECK = 1
export CORE_AREA = 10 10 70 70
export DIE_AREA = 0 0 80 80
```
**flow/constraint.sdc**
```tcl
current_design ripple_adder

set clk_period 3.0
set clk_io_pct 0.2

create_clock -name clk0 -period $clk_period

set non_clock_inputs [all_inputs -no_clocks]
set_input_delay [expr $clk_period * $clk_io_pct] -clock clk0 $non_clock_inputs
set_output_delay [expr $clk_period * $clk_io_pct] -clock clk0 [all_outputs]
```
**flow/run.sh**
```bash
#!/bin/bash
# OpenROAD 26Q1-2900-gdf79404cd8, Yosys 0.63+post, stock flow scripts
make -C /OpenROAD-flow-scripts/flow DESIGN_CONFIG=/design/flow/config.mk WORK_HOME=/design/flow/orfs finish
```
**flow/design.v**
```verilog
`timescale 1ns/1ns
module ripple_adder(
  input [3:0] A,
  input [3:0] B,
  input Ci,
  output [3:0] S,
  output Co);
  	wire C1,C2,C3;
  	full_adder full_1(A[0],B[0],Ci,S[0],C1);
  	full_adder full_2(A[1],B[1],C1,S[1],C2);
  	full_adder full_3(A[2],B[2],C2,S[2],C3);
  	full_adder full_4(A[3],B[3],C3,S[3],Co);
endmodule
module adder_with_cla(
  input [3:0] A,
  input [3:0] B,
  input Ci,
  output [3:0] S,
  output Co);
    wire [3:0] P,G;
    wire [4:1] C;
  	wire temp;
    half_adder half1(A[0], B[0], P[0], G[0]);
    half_adder half2(A[1], B[1], P[1], G[1]);
    half_adder half3(A[2], B[2], P[2], G[2]);
    half_adder half4(A[3], B[3], P[3], G[3]);
    CarryLook_4 CL1(P, G, C, Ci);  
    xor #5(S[3], P[3], C[3]);
    xor #5(S[2], P[2], C[2]);
    xor #5(S[1], P[1], C[1]);
    xor #5(S[0], P[0], Ci);
    assign Co=C[4];
endmodule
`timescale 1ns/100ps
module full_adder(
  input A, B, Cin,
  output S, Cout);
  	wire P,G,H;
  	half_adder half1(A,B,P,G);
  	half_adder half2(P,Cin,S,H);
  	or (Cout,G,H);
endmodule
`timescale 1ns/100ps
module half_adder(
  input A,
  input B,
  output S,
  output Cout);
  xor (S, A, B);
  and (Cout, A, B);
endmodule
```
==> results.tsv <==
metric	value	unit
status	finished, final reports clean	
final setup fails	0	
DRC violations left	0	
dpl hpwl	427	um
row count	21	
WL per Instance	6.03	um
via density per instance	1.78	
Pre-antenna DRT Iters	1	
Mapped Cells	18	
Max VDD drop	0.0342	mV
crit share post-route	95.9	%
Hold Crit Start	B[3]	
Placer Congestion	0.797	
FP Core Util	4.32	%
Synth Cell Area	148	um^2
Leak Pwr	0.000143	uW
Worst path slowest cell	fa_1	
Yosys cell types	3	
Post-Route WL	446	um
Post-DP Area	315	um^2
worst setup slack after layout	0.123	ns
crit path DAT	2.28	ns
Max-slew headroom	93.3	%
core area	3420	um^2
total grt overflow	0	
Final Instance Area	302	um^2
max-slew violations	0	
crit path launch	A[0]	
Seq. cell area	0	um^2
Synth Seq Share	0	%
Post CTS Setup Buffer Count	0	
Worst Path Required	2.40	ns
pre-CTS WS	-0.688	ns
CP Launch Type	input pin	
Yosys Chip Area	148	um^2
Syn Area/Cell	8.20	um^2
Final Hold Viols	0	
Max-Cap Viols	0	
Die Ht	80	um
pin slew with the least headroom to its limit	0.100	ns
IO Count	14	
Hold Path Class	input pin to output port	
first-pass GRT wire length	669	um
tool warnings	32	
pwr dens	138	nW/um^2
# clk buffers	0	
via count	132	
ANT nets after route	0	
Port Buf Inserts	14	
yosys warns	0	
flip-flops	0	
DR iter-0 viols	0	
Cell Chain, Critical Path	buf_2 > inv_2 > fa_2 > inv_2 > fa_2 > fa_2 > inv_2 > fa_1 > inv_1 > buf_2	
n_diodes	0	
count of hold-fix buffers inserted at cts	0	
# Cells Yosys	18	
CP max FO	1	
slowest stage delay, CP	0.40	ns
layout cells sized above 1	42.9	%
vias in the first global route	153	
Fmax	348	MHz
initial antenna violation count	0	
global-route usage over all layers	1.35	%
largest net degree at the start of global routing	2	
RSZ-0062 raised after global routing	no	
critical path type	input pin to output port	
Die ar.	6400	um^2
die width	80	um
dominant logic cell type in the layout	clkdlybuf4s50_1	
synthesis-to-finish area growth	104	%
most frequent logic cells in the routed design	6 x clkdlybuf4s50_1, 5 x inv_2, 5 x inv_1	
Min Clock Period, post-route	2.88	ns
CP Capture Type	output port	
## final cells by class
type               count  area, um^2
inverters             10        37.5
fillers              420        3110
well taps             46        57.6
repair buffers        14         119
multi-input cells      4        87.6
## layer usage
metal | track usage [%] | routed length (um) | part of all wire [%] | vias up
met5 | 0 | 0 | 0 | -
met4 | 0 | 0 | 0 | 0
met3 | 0.795 | 77 | 17 | 0
met2 | 1.61 | 106 | 24 | 14
met1 | 2.07 | 262 | 59 | 58
li1 | - | - | - | 60
## synthesized netlist by cell type
| cell type | instances | area, um^2 |
|---|---|---|
| buf_4 | 4 | 30.0 |
| fa_1 | 4 | 80.1 |
| inv_1 | 10 | 37.5 |
## kinds of logic (layout without fill, tap and decap cells)
kind of cell	Yosys count	after routing	share of synthesized area [%]
buffers and inverters	14	24	45.8
adder cells (fa/ha/maj)	4	4	54.2
## where the power goes
group	switching, uW	internal [uW]	total [uW]
clock network	0	0	0
registers	0	0	0
logic	14.2	27.4	41.6
total	14.2	27.4	41.6
## worst paths after layout
path,slack (ns),endpoint,depth (start not counted)
worst max-delay path,0.12,S[3],10
worst min-delay path,1.94,S[3],5
## repair_timing
action	in CTS	in global routing
gates cloned	0	0
pin swaps	4	2
resized	24	1
setup endpoints to repair	4	1
## per-stage QoR
step	util [%]	total power [uW]	setup TNS [ns]	hold slack (ns)	std cells
6_report	8.83	41.6	0	1.94	74
5_1_grt	8.83	49.2	0	2.00	74
3_3_place_gp	9.23	48.4	-1.44	2.24	74
3_5_place_dp	9.23	49.1	-1.55	2.27	74
2_1_floorplan	-	22.9	0	1.42	18
4_1_cts	8.75	44.1	0	1.96	74
## worst max-delay path: cells and delay by family
| family | cells | cell delay (ns) |
|---|---|---|
| adders and majority gates | 4 | 1.28 |
| buffers and inverters | 6 | 0.39 |
Power and IR drop assume default switching activity.
