### design/flow/run.sh
#!/bin/bash
# OpenROAD 26Q1-2900-gdf79404cd8, Yosys 0.63+post, stock flow scripts
make -C /OpenROAD-flow-scripts/flow DESIGN_CONFIG=/design/flow/config.mk WORK_HOME=/design/flow/orfs finish
### design/flow/config.mk
export PLATFORM = sky130hd
export DESIGN_NAME = adder_with_cla
export DESIGN_NICKNAME = adder_with_cla
export VERILOG_FILES = /design/flow/design.v
export SDC_FILE = /design/flow/constraint.sdc
export NUM_CORES = 4
export LEC_CHECK = 1
export CORE_AREA = 10 10 70 70
export DIE_AREA = 0 0 80 80
### design/flow/constraint.sdc
current_design adder_with_cla

set clk_period 3.8
set clk_io_pct 0.2

create_clock -name clk0 -period $clk_period

set non_clock_inputs [all_inputs -no_clocks]
set_input_delay [expr $clk_period * $clk_io_pct] -clock clk0 $non_clock_inputs
set_output_delay [expr $clk_period * $clk_io_pct] -clock clk0 [all_outputs]
### design/flow/design.v
`timescale 1ns/1ns
module CarryLook_4(
  input [3:0] P,
  input [3:0] G,
  output [4:1] C,
  input Ci);
  	wire h,i,j,k,a,b,c,d,e,f;
    and #5(h,P[3],P[2],P[1],P[0],Ci);
    and #5(i,P[3],P[2],P[1],G[0]);
    and #5(j,P[3],P[2],G[1]);
    and #5(k,P[3],G[2]);
    and #5(a,P[2],P[1],P[0],Ci);
    and #5(b,P[2],P[1],G[0]);
    and #5(c,P[2],G[1]);
    and #5(d,P[1],P[0],Ci);
    and #5(e,P[1],G[0]);
    and #5(f,P[0],Ci);
    or  #5(C[4],h,i,j,k,G[3]);
    or  #5(C[3],a,b,c,G[2]);
    or  #5(C[2],d,e,G[1]);
    or  #5(C[1],f,G[0]);
endmodule
`timescale 1ns/1ns
module ripple_adder(
  input [3:0] A,
  input [3:0] B,
  input Ci,
  output [3:0] S,
  output Co);
  	wire C1,C2,C3;
  	full_adder full_1(A[0],B[0],Ci,S[0],C1);
  	full_adder full_2(A[1],B[1],C1,S[1],C2);
  	full_adder full_3(A[2],B[2],C2,S[2],C3);
  	full_adder full_4(A[3],B[3],C3,S[3],Co);
endmodule
module adder_with_cla(
  input [3:0] A,
  input [3:0] B,
  input Ci,
  output [3:0] S,
  output Co);
    wire [3:0] P,G;
    wire [4:1] C;
  	wire temp;
    half_adder half1(A[0], B[0], P[0], G[0]);
    half_adder half2(A[1], B[1], P[1], G[1]);
    half_adder half3(A[2], B[2], P[2], G[2]);
    half_adder half4(A[3], B[3], P[3], G[3]);
    CarryLook_4 CL1(P, G, C, Ci);  
    xor #5(S[3], P[3], C[3]);
    xor #5(S[2], P[2], C[2]);
    xor #5(S[1], P[1], C[1]);
    xor #5(S[0], P[0], Ci);
    assign Co=C[4];
endmodule
`timescale 1ns/100ps
module half_adder(
  input A,
  input B,
  output S,
  output Cout);
  xor (S, A, B);
  and (Cout, A, B);
endmodule
==> Implementation_results.wiki <==
== Implementation results ==
{| class="wikitable"
! Metric !! Value
|-
| Full die area || 6400 µm²
|-
| Num ports || 14
|-
| Startpoint type of the worst setup path || input port
|-
| Main area contributors || ha_1 33%, fa_1 13%, xor2_1 12%
|-
| Antenna violation net count after detailed routing || 0
|-
| Leading post-synthesis cells by instance count || 4 x ha_1, 4 x inv_1, 2 x nor2_1, 2 x xor2_1
|-
| Post-CTS setup buffer count || 0
|-
| Clock buffer count in the final layout || 0
|-
| Worst EP required || 3.04 ns
|-
| Number of global-route vias before repair || 165
|-
| Static power due to leakage || 0.144 nW
|-
| # resized after CTS || 0
|-
| YS chip area || 151 µm²
|-
| Area share of the largest cell type after synthesis || 0.331
|-
| Number of sequential storage elements || 0
|-
| Kind of critical path || in -> out
|-
| Power per standard cell area || around 130 nW/µm²
|-
| Count of yosys warnings during synthesis || 0
|-
| Number of OpenROAD warnings || 32
|-
| Fraction of power consumed by the clock network || 0
|-
| Number of antenna diodes || 0
|-
| Sequential power share || 0
|-
| Measured slew at the worst slew-check pin || 0.239 ns
|-
| Worst Setup EP || S[3]
|-
| Routed wire per std cell || approximately 7.1 µm
|-
| Proportion of synthesized chip area in sequential cells || 0
|-
| Worst hold slack after final layout || 2.61 ns
|-
| Class of the most critical hold timing path || in -> out
|-
| Unrepaired setup endpoints after global routing || false
|-
| Via density per instance || 2.08
|-
| Total internal power || approximately 33 µW
|-
| Layout overhead on the synthesized area || 131%
|-
| Post-synthesis instance area || between 150 and 200 µm²
|-
| Number of DRC violations after detailed-routing iteration 0 || 2
|-
| Initial cell density of the core || 0.0443
|-
| Peak supply drop || 0.0354 mV
|-
| Kind of end point of the critical path || output pin
|-
| IO Port Bufs || 14
|-
| Total routing resource utilization after global routing || 0.0155
|-
| Worst setup slack after placement || 0.500 ns
|-
| Final number of max-transition violations || 0
|-
| Total vias in the final route || 162
|-
| Mapped Cells || 18
|-
| RePlAce Congestion || 0.770
|-
| Total congestion overflow || 0
|-
| Shortest period the worst path allows || 3.30 ns
|-
| Highest achievable clock rate || 303 MHz
|-
| Total setup violations reported at the end of the flow || 0
|-
| Count of instantiated cells in the yosys netlist || 18
|-
| Placeable Area || 3420 µm²
|-
| Routed wire length || 552 µm
|-
| Number of failing hold endpoints at the final stage || 0
|-
| Net switching fraction of the power || 0.300
|-
| Residual DRC || 0
|-
| Fraction of the cycle the final worst path needs || 0.868
|-
| Combinational fraction of design power || 1.000
|-
| PnR worst setup slack || 0.501 ns
|-
| CTS Hold Buffers Added || 0
|-
| Router iterations before antenna repair || 2
|-
| Standard-cell rows || 21
|-
| Initial antenna violation count || 0
|-
| Estimated wirelength of the detail-placed design || 515 µm
|-
| DIE HEIGHT || 80 µm
|-
| Register cell area after layout || 0 µm²
|-
| Worst slew margin relative to its limit || 0.840
|-
| Worst setup path start || A[0]
|-
| Max-cap violations || 0
|-
| Run status || finished, final reports clean
|-
| Arrival time of data at the critical path endpoint || 2.54 ns
|-
| Cell type contributing the most total cell area after synthesis || ha_1
|-
| Distinct cells, synth || 10
|-
| Mapped Avg Cell Area || 8.41 µm²
|-
| Layout cell share with drive strength beyond 1 || 0.0313
|-
| Switching pwr || 14.1 µW
|-
| Die width || about 80 µm
|-
| First-pass GRT wire length || 786 µm
|-
| Worst-path fanout max || 2
|-
| Total negative slack || 0 ns
|-
| Largest net degree at the start of global routing || 4
|}
==> cells by family after synthesis <==
kind of cell	share of synthesized area
AND-OR/OR-AND	0.215
XOR/XNOR	0.174
adder cells (fa/ha/maj)	0.463
buffers and inverters	0.0991
AND/OR/NAND/NOR	0.0496
==> worst min path at each step <==
stage	slack, ns	cells after the start	to	startpoint
finish	2.61	4	S[3]	B[3]
global route	2.67	4	S[3]	B[3]
CTS	2.62	4	S[3]	B[3]
==> per-stage QoR <==
| stage | instances | cell area (µm²) | utilization | total power [mW] |
|---|---|---|---|---|
| floorplan | 18 | 151 | - | 0.0158 |
| global placement | 78 | 349 | 0.102 | 0.0464 |
| detailed placement | 78 | 349 | 0.102 | 0.0477 |
| CTS | 78 | 349 | 0.102 | 0.0482 |
| global route | 78 | 349 | 0.102 | 0.0528 |
| finish | 78 | 349 | 0.102 | 0.0471 |
==> critical path: stages <==
cell and delay [ns]:
clkdlybuf4s50_1 0.42, ha_1 0.31, a211oi_2 0.26, o21bai_1 0.15, xor2_1 0.15, clkdlybuf4s50_1 0.49
==> area by class of cell <==
cell class,instances,area (µm²)
Tap cell,46,57.6
Multi-Input combinational cell,14,136
Fill cell,406,3070
Timing Repair Buffer,14,140
Inverter,4,15.0
==> power groups by stage <==
stage | registers (mW) | clock network, mW | logic (mW)
finish | 0 | 0 | 0.0471
global route | 0 | 0 | 0.0528
CTS | 0 | 0 | 0.0482
==> placed cells by master, fill, tap and decap left out <==
master,Yosys,routed
clkdlybuf4s50_1,0,14
inv_1,4,4
ha_1,4,4
xor2_1,2,2
nor2_1,2,2
a211oi_2,1,1
o21ai_0,1,1
o21bai_1,1,1
a21o_1,1,1
xnor2_1,1,1
fa_1,1,1
==> per-layer routing <==
layer  share of wire  vias up  track usage
met1            0.46       61       0.0212
met5               0        -            0
met3            0.38        0       0.0250
li1                -       87            -
met2            0.16       14       0.0104
met4               0        0            0
Power and IR drop assume default switching activity.
